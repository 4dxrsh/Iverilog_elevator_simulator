==> flow/run.sh <==
#!/bin/bash
# OpenROAD 26Q1-2900-gdf79404cd8, Yosys 0.63+post, stock flow scripts
make -C /OpenROAD-flow-scripts/flow DESIGN_CONFIG=/design/flow/config.mk WORK_HOME=/design/flow/orfs finish
==> flow/config.mk <==
export PLATFORM = sky130hd
export DESIGN_NAME = display_decoder
export DESIGN_NICKNAME = display_decoder
export VERILOG_FILES = /design/flow/design.v
export SDC_FILE = /design/flow/constraint.sdc
export NUM_CORES = 4
export LEC_CHECK = 1
export CORE_AREA = 10 10 70 70
export DIE_AREA = 0 0 80 80
==> flow/constraint.sdc <==
current_design display_decoder

set clk_period 1.0
set clk_io_pct 0.2

create_clock -name clk0 -period $clk_period

set non_clock_inputs [all_inputs -no_clocks]
set_input_delay [expr $clk_period * $clk_io_pct] -clock clk0 $non_clock_inputs
set_output_delay [expr $clk_period * $clk_io_pct] -clock clk0 [all_outputs]
==> flow/design.v <==
module display_decoder(
    input [3:0] floor_number,
    output reg [6:0] segments  
);
    always @(*)
    begin
        case (floor_number)
            4'd0: segments = 7'b0111111;  
            4'd1: segments = 7'b0000110;  
            4'd2: segments = 7'b1011011;  
            4'd3: segments = 7'b1001111;  
            4'd4: segments = 7'b1100110;  
            4'd5: segments = 7'b1101101;  
            4'd6: segments = 7'b1111101;  
            4'd7: segments = 7'b0000111;  
            4'd8: segments = 7'b1111111;  
            4'd9: segments = 7'b1101111;  
            4'd10: segments = 7'b1110111;  
            4'd11: segments = 7'b1111100;  
            4'd12: segments = 7'b0111001;  
            4'd13: segments = 7'b1011110;  
            4'd14: segments = 7'b1111001;  
            4'd15: segments = 7'b1110001;  
            default: segments = 7'b0000000;  
        endcase
    end
endmodule
==> run notes <==
• violation count after the first detailed-route iteration: 9
• vias after detailed routing: 321
• pin count of the biggest net entering global routing: 7
• met1 track demand over resource: 0.0331
• Worst Setup SP: floor_number[1]
• pins over their slew limit: 0
• violated checks: negative setup slack
• category of the worst setup path launch point: input pin
• number of antenna-violating nets in the routed design: 0
• placed wire-length estimate: 681 microns
• sequential element share of the synthesized area: 0
• post-route design area: 663 sq um
• result of the run: finished with violations
• cells traversed along the worst timing path: buf_8 > buf_8 > inv_12 > ha_4 > mux4_2 > buf_2
• post-detailed-route via-to-cell ratio: 3.09
• count of endpoints failing hold in the final timing report: 0
• met2 layer usage reported by global route: 0.0586
• transition time at the pin with the least slew margin: 0.217 ns
• clk_buf instances: 0
• worst min path class: in2out
• post-synthesis instance total: 33
• final worst slack: -0.446 ns
• worst hold slack: 0.879 ns
• total of warnings raised by yosys: 1
• number of global-route vias before repair: 329
• max-cap violation count: 0
• WL/cell: 8.94 microns
• worst path bufs/invs: 4
• end point of the worst hold path: segments[6]
• die boundary width: 80 microns
• post-synthesis cell count from yosys: 33
• slew margin rel.: 0.854
• Netlist Area Pre-Place: 288 sq um
• Slowest-stage cell, CP: sky130_fd_sc_hd__mux4_2
• post-synthesis cell type with the largest combined area: sky130_fd_sc_hd__ha_1
• Main area contributors: sky130_fd_sc_hd__ha_1, sky130_fd_sc_hd__mux2_2, sky130_fd_sc_hd__mux4_1, sky130_fd_sc_hd__mux2i_1, sky130_fd_sc_hd__inv_1
• peak ir drop on the vdd network: 0.172 mV
• PnR Total Power: 0.000244 W
• mean post-synth cell area: 8.72 sq um
• die outline height: 80 microns
• upper clock frequency limit: 692 MHz
• ratio of cells with drive above 1 in the final layout: 0.741
• Most Frequent Cell on Critical Path: sky130_fd_sc_hd__buf_8
• YS chip area: 288 sq um
• share of the clock period used by the worst path after layout: 1.45
• maximum net fanout on the critical path: 4
• area overhead of the layout relative to synthesis: 130%
• number of cells on the worst hold path: 4
• post-detailed-routing wire length: 930 microns
• final tally of setup violations: 7
• total congestion overflow: 0
• standard-cell rows: 21
• Placeable Area: 3420 sq um
• Log Warnings: 41
• number of top-level pins: 11
• number of search-and-repair iterations in the first detailed-routing pass: 3
• final sequential cell count: 0
• portion of synthesized cell area occupied by the leading cell type: 0.304
• number of buffers inserted by port buffering: 11
• Layout Utilization: 0.194
• M3 GR Usage: 0.00227
• gr busiest metal: met2
• Init Core Util: 0.0842
• total area of sequential cells: 0 sq um
• placed cell area: 538 sq um
• worst stage delay on the critical path: 0.44 ns
• gr usage total: 0.0289
• post-route DRC violation count: 0
• diode count: 0
• Critical Setup Path Class: in2out
• distinct cell type count after synthesis: 17
• area of the die: 6400 sq um
• Arrival @ worst endpoint: 1.25 ns
• leakage power of the design: 0.278 nW
• power density over the cells: 367 nW/um^2
• min Tclk post-route: 1.45 ns
• global-route wire length before repair: 1560 microns
• Worst Setup End Kind: primary output
• antenna violations before repair: 0
• gpl congestion: 0.793
• setup repair after global routing missed its margin: true
• startpoint of the worst hold path: floor_number[3]
• Crit path required time: 0.80 ns
• dominant delay contributor by cell family on the critical path: multiplexers
repair_timing:
| item | CTS | global route |
|---|---|---|
| hold buffers | 0 | 0 |
| endpoints found under the setup margin | 7 | 7 |
| gates resized | 57 | 3 |
| setup buffers | 8 | 0 |
| endpoints found under the hold margin | 0 | 0 |
| pin swaps | 8 | 2 |
worst min-delay path, delay by kind of cell:
family / cells / cell delay, ns
AND-OR/OR-AND: 1 / 0.04
buffers and inverters: 2 / 0.26
multiplexers: 1 / 0.18
cells in the final DEF, fill, tap and decap left out, types with 2 or more instances in the layout:
cell type / Yosys / layout
sky130_fd_sc_hd__ha_2: 0 / 2
sky130_fd_sc_hd__inv_1: 5 / 2
sky130_fd_sc_hd__mux2_4: 0 / 3
sky130_fd_sc_hd__ha_4: 0 / 4
sky130_fd_sc_hd__a21oi_2: 0 / 2
sky130_fd_sc_hd__mux2i_1: 2 / 2
sky130_fd_sc_hd__buf_4: 0 / 9
sky130_fd_sc_hd__buf_2: 1 / 7
sky130_fd_sc_hd__buf_6: 1 / 7
sky130_fd_sc_hd__buf_8: 0 / 2
power breakdown:
| part | internal, W | switching (W) |
|---|---|---|
| Clock | 0 | 0 |
| Combinational | 0.000151 | 0.0000926 |
| Sequential | 0 | 0 |
how the worst max path moves through the flow:
stage / to / slack, ns / cells past startpoint
finish: segments[3] / -0.45 / 6
CTS: segments[3] / -0.45 / 6
global route: segments[3] / -0.49 / 6
per-stage QoR:
step / worst slack [ns] / TNS [ns] / instances
2_1_floorplan: -0.0491 / -0.0491 / 33
3_3_place_gp: -1.23 / -8.10 / 96
3_5_place_dp: -1.23 / -8.16 / 96
4_1_cts: -0.454 / -2.51 / 104
5_1_grt: -0.486 / -2.68 / 104
6_report: -0.446 / -2.39 / 104
cells in the mapped netlist:
| cell | count |
|---|---|
| sky130_fd_sc_hd__nor3_1 | 2 |
| sky130_fd_sc_hd__buf_2 | 1 |
| sky130_fd_sc_hd__mux4_1 | 1 |
| sky130_fd_sc_hd__a21oi_1 | 3 |
| sky130_fd_sc_hd__mux2i_1 | 2 |
| sky130_fd_sc_hd__nand2b_1 | 1 |
| sky130_fd_sc_hd__nor2b_1 | 1 |
| sky130_fd_sc_hd__nand3b_1 | 1 |
| sky130_fd_sc_hd__ha_1 | 7 |
| sky130_fd_sc_hd__or2b_1 | 1 |
| sky130_fd_sc_hd__buf_6 | 1 |
| sky130_fd_sc_hd__o31a_2 | 1 |
| sky130_fd_sc_hd__o32a_1 | 1 |
| sky130_fd_sc_hd__mux2_2 | 3 |
| sky130_fd_sc_hd__inv_1 | 5 |
| sky130_fd_sc_hd__a31o_1 | 1 |
| sky130_fd_sc_hd__nand2_1 | 1 |
area by class of cell:
cell class         count  area (sq um)
inverters              5          36.3
well taps             46          57.6
multi-input cells     26           328
fillers              381          2750
repair buffers        27           241
kinds of logic after synthesis:
group,Yosys count,share of synthesized area
compound gates,6,0.152
fa+ha+maj,7,0.304
buf+inv,7,0.122
mux,6,0.278
simple gates,7,0.144
per-layer routing:
layer	part of all wire	vias up
met5	0	-
met3	0.019	0
met4	0	0
met2	0.57	5
li1	-	164
met1	0.41	152
Power figures rest on the tool's default switching activity, not on a simulated workload.
