$ cat /design/flow/run.sh
#!/bin/bash
# OpenROAD 26Q1-2900-gdf79404cd8, Yosys 0.63+post, stock flow scripts
make -C /OpenROAD-flow-scripts/flow DESIGN_CONFIG=/design/flow/config.mk WORK_HOME=/design/flow/orfs finish
$ cat /design/flow/config.mk
export PLATFORM = sky130hd
export DESIGN_NAME = counter
export DESIGN_NICKNAME = counter
export VERILOG_FILES = /design/flow/design.v
export SDC_FILE = /design/flow/constraint.sdc
export NUM_CORES = 4
export LEC_CHECK = 1
export CORE_AREA = 10 10 70 70
export DIE_AREA = 0 0 80 80
$ cat /design/flow/constraint.sdc
current_design counter

set clk_period 2.0
set clk_io_pct 0.2

create_clock -name clk0 -period $clk_period [get_ports {clk}]

set non_clock_inputs [all_inputs -no_clocks]
set_input_delay [expr $clk_period * $clk_io_pct] -clock clk0 $non_clock_inputs
set_output_delay [expr $clk_period * $clk_io_pct] -clock clk0 [all_outputs]
$ cat /design/flow/design.v
module counter(
    input clk,
    input reset,
    input enable,        
    input up_down,       
    output reg [3:0] count
);
    initial begin
        count = 4'd0;
    end
    always @(posedge clk or posedge reset)
    begin
        if (reset)
        begin
            count <= 4'd0;  
        end
        else if (enable)  
        begin
            if (up_down)
            begin
                if (count < 4'd15)
                    count <= count + 1;
            end
            else
            begin
                if (count > 4'd0)
                    count <= count - 1;
            end
        end
    end
endmodule
==> job_summary.md <==
## Synthesis and layout report

| Metric | Value |
|---|---|
| Main area contributors | dfrtp_1 39%, ha_1 9.7%, mux2_1 8.7% |
| Routed Wire Length | 566 µm |
| P_leak | 0.1657 nW |
| Row Count | 21 |
| Crit share post-route | 90.88% |
| Status | complete, no violations |
| Crit end category | register |
| Critical Path Source Type | input port |
| DR iter-0 viols | 7 |
| Crit Reg-Reg Endpoint | count[1] |
| Die height | 80 µm |
| Share of cells above drive strength 1 | 11.76% |
| Least-Margin Pin Slew | 0.2170 ns |
| Deepest clock path buffer count | 2 |
| Final hold violation count | 0 |
| Biggest regs | count (4) |
| Critical path peak fanout | 5 |
| Layout fillers | 405 |
| Sequential cell area fraction in the yosys report | 38.65% |
| Maxcap violations | 0 |
| HP Class | input port to async pin |
| Worst setup path startpoint | up_down |
| Pwr per Cell Area | 1274 mW/mm² |
| Worst EP arrival | 1.93 ns |
| Largest register FFs | 4 |
| TritonCTS Buffers | 3 |
| Dominant cell area share | 38.65% |
| # diodes | 0 |
| Area delta synth->final | 60.87% |
| # hold bufs at CTS | 0 |
| First-pass GRT wire length | 910 µm |
| FF-to-FF path depth | 4 |
| I/O Pins | 8 |
| Max Clk Rate | 550.2 MHz |
| CTS sink cnt | 4 |
| RSZ-0062 raised after global routing | false |
| Yosys warning tally | 1 |
| Fin. max-slew vios | 0 |
| Slew margin rel. | 85.40% |
| Clock skew | 0.004467 ns |
| Synth async-reset ratio | 100.0% |
| CTS tree | yes |
| End of the critical path | count[3] |
| Die Span X | 80 µm |
| Drt pass-1 iters | 2 |
| Mapped Area | 259.0 µm² |
| Fin area | 416.7 µm² |
| Tmin final | 1.818 ns |
| Drt wl/cell | 7.075 µm |
| Number of enable flip-flop cells | 0 |
| Core area | 0.003416 mm² |
| Vias | 216 |
| Peak supply drop | 200.8 µV |
| Distinct cell type count after synthesis | 15 |
| GRT Util Overall | 1.882% |
| Worst Path Required | 2.11 ns |
| Layout Utilization | 12.20% |
| Logic area | 151.4 µm² |
| FP Util | 7.582% |
| Grt total ovfl | 0 |
| Die area | 0.006400 mm² |
| Synth top cell by count | dfrtp_1 |
| R2R Setup Slk | 0.53 ns |
| Placer Congestion | 0.7183 |
| Flops after synth | 4 |
| Final setup fails | 0 |
| Synthesized area per cell | 11.26 µm² |
| Setup Crit Path Kind | input port to register |
| Cells after synthesis | 23 |
| Biggest area consumer among synthesized cells | dfrtp_1 |
| Largest Register | count |
| Buffer count from post-CTS setup fixing | 0 |
| Worst-Skew Late Latency | 0.23 ns |
| Port bufs | 7 |
| Dominant Register Cell | dfrtp_1 |
| CTS clk-pin slew, worst paths | 0.04 ns |
| Register area | 100.1 µm² |
| CTS root buf | clkbuf_4 |
| H-tree Lvls | 1 |
| Drt via density | 2.700 |
| Synthesis area per yosys | 259.0 µm² |
| Yosys cell count | 23 |
| Area after DPL | 394.1 µm² |
| DRC viols | 0 |
| Antenna viol nets, final | 0 |
| Post_cts resized | 0 |
| Initial antenna violation count | 0 |
| Vias in the first global route | 200 |
| Tool Warnings | 25 |
| Pin count of the biggest net entering global routing | 7 |
| Worst reg2reg startpoint | count[0] |
==> routing by layer <==
| metal | GRT usage [%] | up-vias | wire, µm |
|---|---|---|---|
| met5 | 0 | - | 0 |
| li1 | - | 108 | - |
| met2 | 1.846 | 10 | 150 |
| met4 | 0.1761 | 0 | 0 |
| met1 | 2.148 | 98 | 268 |
| met3 | 2.841 | 0 | 147 |
==> power by group <==
part | leakage [nW] | internal [W] | switching, W
clock | 0.0138 | 0.0000669 | 0.0000304
combinational | 0.105 | 0.000166 | 0.0000780
sequential | 0.0467 | 0.000126 | 0.0000640
total | 0.166 | 0.000358 | 0.000172
==> through the flow <==
step | power, W | setup slack, ns | hold WS [ns] | std cells | setup TNS (ns)
6_report | 0.0005309 | 0.1824 | 0.3602 | 80 | 0
3_3_place_gp | 0.0004333 | -0.03139 | 0.5088 | 77 | -0.03139
3_5_place_dp | 0.0004352 | -0.05695 | 0.5100 | 77 | -0.05695
2_1_floorplan | 0.0003095 | 0.5450 | 0.1661 | 23 | 0
4_1_cts | 0.0005431 | 0.1829 | 0.3548 | 80 | 0
5_1_grt | 0.0005916 | 0.08063 | 0.3703 | 80 | 0
==> cells by family after synthesis <==
kind of cell	Yosys count	share of synthesized area, %
xor+xnor	3	10.15
mux	3	12.56
compound gates	3	6.765
fa+ha+maj	3	17.39
flops	4	38.65
buf+inv	2	2.900
simple gates	5	11.59
==> worst min-delay path by stage <==
stage	end	cells past startpoint
finish	count[0]	2
CTS	count[0]	2
global route	count[0]	2
==> worst max-delay path, stage by stage <==
cell	delay (ns)
clkdlybuf4s50_1	0.49
inv_1	0.11
ha_1	0.35
a21oi_1	0.17
and3_1	0.17
o211ai_1	0.09
xnor2_1	0.14
==> layout make-up <==
type / count / area share [%]
flip-flops and latches: 4 / 24.02
clock buffers: 3 / 5.405
inverters: 2 / 1.802
multi-input cells: 17 / 36.34
repair buffers: 8 / 18.62
well taps: 46 / 13.81
==> cells in the final DEF, fill, tap and decap left out <==
cell and count:
and4_1 1, nor4_1 1, mux2_1 2, clkdlybuf4s50_1 7, and3_1 1, clkbuf_4 3, inv_1 2, nand3_1 1
buf_4 1, dfrtp_1 4, fa_1 1, a21oi_1 2, xor2_1 1, o211ai_1 1, ha_1 2, xnor2_1 2
mux2i_1 1, nand2_1 1
Power and IR drop assume default switching activity.
